[design/flow/run.sh]
#!/bin/bash
# OpenROAD 26Q1-2900-gdf79404cd8, Yosys 0.63+post, stock flow scripts
make -C /OpenROAD-flow-scripts/flow DESIGN_CONFIG=/design/flow/config.mk WORK_HOME=/design/flow/orfs finish
[design/flow/design.v]
module BELL (ALARM_Clock, Set_Hr, Set_Min,_1Hz,nCR, AdjMinkey, AdjHrkey);
	output reg ALARM_Clock;    
	input [7:0] Set_Hr, Set_Min;  
	input _1Hz;  
	wire [7:0] Hour, Minute,Second;  
	input nCR, AdjMinkey, AdjHrkey;
	supply1 Vdd;          
	wire Time_EQU;  
	wire MinCP, HrCP;     
	assign MinCP = AdjMinkey ? _1Hz : (Second==8'h59);
	assign HrCP = AdjHrkey ? _1Hz: ({Minute, Second}==16'h5959);	
	counter60 UT1(Second, nCR, Vdd, _1Hz);       
	counter60 UT2(Minute, nCR, Vdd, ~MinCP);     
	counter24 UT3(Hour[7:4], Hour[3:0], nCR, Vdd, ~HrCP);  
	always @(posedge _1Hz)
        begin
            if((Set_Hr == Hour) && (Set_Min == Minute))
                ALARM_Clock <= 1;
            else
                ALARM_Clock <= 0;
        end
endmodule
module top_clock (Hour, Minute, Second, _1Hz, nCR, AdjMinkey, AdjHrkey);
  	input  _1Hz, nCR, AdjMinkey, AdjHrkey;  
	output [7:0] Hour, Minute, Second;   
  	wire [7:0] Hour, Minute, Second;     
	supply1 Vdd;          
	wire MinCP, HrCP;     
	assign MinCP = AdjMinkey ? _1Hz : (Second==8'h59);
	assign HrCP = AdjHrkey ? _1Hz: ({Minute, Second}==16'h5959);	
	counter60 UT1(Second, nCR, Vdd, _1Hz);       
	counter60 UT2 (Minute, nCR, Vdd, ~MinCP);     
	counter24 UT3(Hour[7:4], Hour[3:0], nCR, Vdd, ~HrCP);  
endmodule
module SEG7_LUT(oSEG, iDIG) ;
	input[3:0]iDIG;  
	output reg [6:0] oSEG; 
always@(iDIG) 
begin 
case (iDIG) 
	4'h1: oSEG=7'b111_1001; 
	4'h2: oSEG=7'b010_0100; 
	4'h3: oSEG=7'b011_0000; 
	4'h4: oSEG=7'b001_1001; 
	4'h5: oSEG=7'b001_0010; 
	4'h6: oSEG=7'b000_0010; 
	4'h7: oSEG=7'b111_1000; 
	4'h8: oSEG=7'b000_0000; 
	4'h9: oSEG=7'b001_1000; 
	4'ha: oSEG=7'b000_1000; 
	4'hb: oSEG=7'b000_0011; 
	4'hc: oSEG=7'b100_0110; 
	4'hd: oSEG=7'b010_0001; 
	4'he: oSEG=7'b000_0110; 
	4'hf: oSEG=7'b000_1110; 
	4'h0: oSEG=7'b100_0000; 
	endcase
end
endmodule
module Complete_Clock (hex,segctrl, ALARM, CLK_50, AdjMinkey, 
AdjHrkey, Set_Min, Set_Hr, nCR);
	input  CLK_50;     
	input  nCR;         
	input  AdjMinkey, AdjHrkey;   
	input [7:0] Set_Hr, Set_Min;   
	output ALARM;        
	output [6:0]hex;
	output reg [5:0]segctrl;
	reg [3:0]data;
	reg [3:0]times;
	initial times = 0;
	wire _1Hz;          
	wire  ALARM_Radio;   
	wire  ALARM_Clock;   
	wire [7:0] Hour, Minute, Second;  
	misaka UP(.nRST(nCR),
			.CLK_50(CLK_50),
			._1Hz(_1Hz));
	top_clock TPCLK(Hour, Minute, Second, _1Hz, nCR, AdjMinkey, AdjHrkey);  
	Radio RA(ALARM_Radio , _1Hz,nCR,AdjMinkey,AdjHrkey);  
	BELL BL(ALARM_Clock, Set_Hr, Set_Min,_1Hz,nCR, AdjMinkey, AdjHrkey);  
    assign ALARM = ALARM_Radio||ALARM_Clock; 
	initial data<=0;
	always @ (posedge CLK_50)
	begin
	times <= times + 2'b1;
	if(times == 6)
		times <= 2'b0;
	end
	always @ (posedge CLK_50)
	begin
	if(times == 1)
	begin
	data <= Second[3:0];
	segctrl <= 6'b00_00_01;
	end
	else if(times == 2)
	begin
	data <= Second[7:4];
	segctrl <= 6'b00_00_10;
	end
	else if(times == 3)
	begin
	data <= Minute[3:0];
	segctrl <= 6'b00_01_00;
	end
	else if(times == 4)
	begin
	data <= Minute[7:4];
	segctrl <= 6'b00_10_00;
	end
	else if(times == 5)
	begin
	data <= Hour[3:0];
	segctrl <= 6'b01_00_00;
	end
	else if(times == 6)
	begin
	data <= Hour[7:4];
	segctrl <= 6'b10_00_00;
	end
	end
	SEG7_LUT hex0(hex,data);
endmodule
module counter10(Q, nCR, EN, CP);
    input CP, nCR, EN;
    output [3:0]	Q;
    reg    [3:0] Q;
    always @(posedge CP or negedge nCR)
    begin
      if(~nCR)    Q <= 4'b0000;          
      else if(~EN)  Q <= Q;                
      else if(Q == 4'b1001)  Q <= 4'b0000; 
      else 	Q <= Q + 1'b1;        
    end
endmodule 
module counter24 (CntH, CntL, nCR, EN, CP);
	input CP, nCR, EN;     
  	output [3:0] CntH, CntL;   
	reg    [3:0] CntH, CntL;   
	always @(posedge CP or negedge nCR) 
    begin
      if(~nCR)     {CntH, CntL} <= 8'h00;      
      else if(~EN) {CntH, CntL} <= {CntH, CntL};  
	else if ((CntH>2)||(CntL>9)||((CntH==2)&&(CntL>=3)))
	{CntH, CntL} <= 8'h00; 	  
	 else if ((CntH==2)&&(CntL<3))        
		     begin  CntH <= CntH;  CntL <= CntL + 1'b1; end
      else if (CntL==9)      
		     begin  CntH <= CntH + 1'b1;  CntL <= 4'b0000; end
	  else                 
	begin  CntH <= CntH;  CntL <= CntL + 1'b1; end
	end
endmodule
module counter6(Q, nCR, EN, CP);
    input CP, nCR, EN;
    output [3:0] Q;
    reg    [3:0] Q;
    always @(posedge CP or negedge nCR)
    begin
      if(~nCR)  Q <= 4'b0000;    
      else if(~EN)  Q <= Q;      
      else if(Q == 4'b0101) Q <= 4'b0000;
      else 	Q <= Q + 1'b1;       
    end
endmodule 
module counter60(Cnt, nCR, EN, CP);
    input CP, nCR, EN;
    output [7:0] Cnt;        
   wire  [7:0] Cnt;            
    wire  ENP;                  
 counter10 UC0 (Cnt[3:0], nCR, EN, CP);   
 counter6  UC1 (Cnt[7:4], nCR, ENP, CP);  
assign ENP=EN&&(Cnt[3:0]==4'h9);   
endmodule 
module Divider50MHz(CLK_50M,nCR,CLK_1HzOut);
	parameter N=25; 
	parameter CLK_Freq=5000;
	parameter OUT_Freq=1;
	input nCR,CLK_50M;
	output reg CLK_1HzOut;
	reg[N-1:0] Count_DIV;
	always@(posedge CLK_50M or negedge nCR)
	begin
	if(~nCR) begin
	CLK_1HzOut<=0;
	Count_DIV<=0;
	end
	else begin
	if(Count_DIV<(CLK_Freq/(2*OUT_Freq)-1))
	Count_DIV<=Count_DIV+1'b1;
	else begin
	Count_DIV<=0;
	CLK_1HzOut<=~CLK_1HzOut;
	end
	end
	end
endmodule
module misaka(nRST,CLK_50,_1Hz);
	input CLK_50, nRST;
	output _1Hz;
	Divider50MHz	U3(.CLK_50M(CLK_50), 
					.nCR (nRST),
					.CLK_1HzOut(_1Hz)); 
	defparam 		U3.N=6,
					U3.CLK_Freq=50,
					U3.OUT_Freq= 1;
endmodule
module Radio(ALARM_Radio , _1Hz,nCR,AdjMinkey,AdjHrkey);
	input  _1Hz, nCR,AdjMinkey,AdjHrkey;  
	wire [7:0] Hour,Minute, Second; 
	wire MinCP,HrCP;
	output  ALARM_Radio;     
	reg  ALARM_Radio;        
	supply1 Vdd;
	assign MinCP = AdjMinkey ? _1Hz : (Second==8'h59);
	assign HrCP = AdjHrkey ? _1Hz: ({Minute, Second}==16'h5959);	
	counter60 US1(Second, nCR, Vdd, _1Hz);       
	counter60 US2(Minute, nCR, Vdd, ~MinCP);     
	counter24 US3(Hour[7:4], Hour[3:0], nCR, Vdd, ~HrCP);
    always @(Hour or Minute or Second)    
        if (Minute==8'h59&&Second==8'h59)
		   begin ALARM_Radio =1'b1;end
		else ALARM_Radio =1'b0;
endmodule
[design/flow/config.mk]
export PLATFORM = sky130hd
export DESIGN_NAME = Complete_Clock
export DESIGN_NICKNAME = Complete_Clock
export VERILOG_FILES = /design/flow/design.v
export SDC_FILE = /design/flow/constraint.sdc
export NUM_CORES = 4
export LEC_CHECK = 1
export CORE_UTILIZATION = 40
[design/flow/constraint.sdc]
current_design Complete_Clock

set clk_period 2.6
set clk_io_pct 0.2

create_clock -name clk0 -period $clk_period [get_ports {CLK_50}]

set non_clock_inputs [all_inputs -no_clocks]
set_input_delay [expr $clk_period * $clk_io_pct] -clock clk0 $non_clock_inputs
set_output_delay [expr $clk_period * $clk_io_pct] -clock clk0 [all_outputs]
==> ci_impl_report.md <==
## Synthesis and layout report

| Metric | Value |
|---|---|
| Routability cong. | around 0.9 |
| Max cap viols | 0 |
| Synth mux share | ~5.1% |
| GRT Util Overall | 14.83% |
| Post-synth EDFFs | 4 |
| CTS Root Cell | clkbuf_8 |
| Mapped Avg Cell Area | approximately 10 sq um |
| Hold-fix buffers, CTS | 0 |
| Wirelength per Cell | 12.04 microns |
| Log Warnings | 38 |
| Met3 Use GR | ~1.2% |
| Leakage | between 2 and 2.5 nW |
| Vias in the first global route | 2996 |
| Fraction of registers with async set/reset | slightly above 80% |
| Die width | approximately 110 microns |
| First-pass GRT wire length | approximately 14 mm |
| Fin. Hold Viols | 0 |
| RSZ-0062 raised after global routing | false |
| R2R Setup Slk | between 400 and 500 ps |
| Yosys aoi share | between 10% and 20% |
| Fill cell count | between 900 and 1k |
| GRT busiest layer | met1 |
| Chip area | between 10000 and 15000 sq um |
| Drc violations | 0 |
| Initial antenna violation count | 0 |
| GR Overflow Total | 0 |
| Skew-Pair Late Insertion Delay | ~260 ps |
| Peak Freq | about 0.4 GHz |
| Yosys cell count | roughly 450 |
| Fp_density | 41.19% |
| Core Box Area | between 10000 and 15000 sq um |
| Logic area | about 2200 sq um |
| Num CTS Buffers | 3 |
| Postcts setup bufs | 0 |
| Post-synthesis instance area | around 4500 sq um |
| Worst ir drop on vdd | between 150 and 200 uV |
| CTS tree | yes |
| IO Count | 34 |
| Sequential power share | 59.9% |
| Synth flops | between 80 and 90 |
| Syn-to-layout area delta | 12.83% |
| Worst EP arrival | slightly below 2000 ps |
| Number of register pins that no clock reaches | roughly 65 |
| Clock power frac | approximately 18% |
| DR vias/cell | between 5 and 6 |
| 1st-iter DRT viols | 242 |
| Antenna Cells | 0 |
| Ys Warns | 8 |
| Placed wire-length estimate | 5.777 mm |
| Status | finished, final reports clean |
| Total internal power | between 0.9 and 1 mW |
| Endpoints left unconstrained | approximately 64 |
| Worst rel slew slack | 53.62% |
| # setup viols final | 0 |
| Worst min path class | input pin to asynchronous set/reset pin |
| Pwr Density | roughly 240 nW/um^2 |
| Setup tns final | 0 ps |
| H-Tree Level Count | 1 |
| CTS clk-pin slew, worst paths | about 80 ps |
| Kind of critical path | flop to output pin |
| Startpoint Class | flop |
| M2 GR Usage | 22.99% |
| Dominant synthesized flop cell | dfrtn_1 |
| Largest regs | UP.U3.Count_DIV x6, segctrl x6 |
| Basic Gates by Area | between 10% and 20% |
| Share of layout cells above drive strength 1 | 7.025% |
| GR Util met1 | 24.47% |
| Main logic family | simple AND/OR/NAND/NOR gates |
| NetSw | roughly 0.3 mW |
| Post-route ant nets | 0 |
| Router iterations before antenna repair | 4 |
| FP Rows | 38 |
| Switching Fraction | between 20 and 25% |
| Worst EP required | about 2100 ps |
| XOR/XNOR Area Share | just under 8% |
| Max FO, Critical Path | 6 |
| Drt total wl | 7.512 mm |
| Synth Instances | between 400 and 500 |
| Largest net degree at the start of global routing | 57 |
| Via Count | ~3.2k |
| Crit path capture type | output pin |
| Final period util | 95.12% |
| Part of the power in combinational logic | roughly 23% |
| Chip Area, Yosys | between 4000 and 5000 sq um |
| Port Buffers | 33 |
| Adder Share, Synth | 5.580% |
| Die H | 107.9 microns |
| Cell Type Count | between 50 and 60 |
| Reg area | roughly 2100 sq um |
| Final core occ | a little under half |
| Max Slew Vio Count | 0 |
| Sequential share of the synthesized area | between 40% and 50% |
| Worst-Margin Slew | roughly 700 ps |
| Minimum clock period after layout | 2473 ps |
| Skew final | between 4 and 5 ps |
| CTS Buffer Depth | 2 |
[metal layers]
metal	share of wire [%]	vias up
met5	0	-
met4	0.53	0
met3	2.9	2
met2	45	51
met1	52	1470
li1	-	1639
[cells by family (layout without fill, tap and decap cells)]
| logic type | Yosys count | count (layout) |
|---|---|---|
| adders and majority gates | 20 | 20 |
| buffers and inverters | 42 | 79 |
| other | 1 | 3 |
| xor gates and xnor gates | 40 | 40 |
| and+or+nand+nor | 140 | 140 |
| DFF | 86 | 86 |
| AOI/OAI and AO/OA | 94 | 94 |
| muxes | 22 | 22 |
[worst max-delay path: stages, from the launching register on]
cell	delay (ps)
edfxtp_1	430
inv_2	120
ha_2	230
nor2_1	50
or3_1	310
o31ai_1	70
clkdlybuf4s50_1	490
[what timing repair did]
item                       CTS  global route
resized                      0             2
setup endpoints to repair    0             2
hold endpoints to repair     0             0
[worst paths after layout]
path | to | depth (start not counted) | start
worst min-delay path | UP.U3.Count_DIV[5] | 1 | nCR
min in group clk0 | UP.U3.Count_DIV[0] | 1 | UP.U3.Count_DIV[0]
worst max-delay path | hex[0] | 6 | data[1]
max in group asynchronous | UP.U3.Count_DIV[4] | 1 | nCR
worst max register to register | data[2] | 6 | times[1]
worst min register to register | UP.U3.Count_DIV[0] | 1 | UP.U3.Count_DIV[0]
[layout by cell type (no fill, tap or decap), types with 11 or more instances in the layout]
cell type         n
a21oi_1          20
a22o_1           12
clkdlybuf4s50_1  32
dfrtn_1          40
dfrtp_1          31
dfxtp_1          11
ha_1             19
inv_1            35
mux2i_1          15
nand2_1          39
nand4_1          13
nor2_1           36
o21ai_0          29
xnor2_1          34
[cells in the mapped netlist, types with 5 or more instances]
cell type | n | area share (%)
a21oi_1 | 20 | 2.2
nand4_1 | 13 | 1.8
o21ai_0 | 29 | 3.2
dfrtp_1 | 31 | 17
a22o_1 | 12 | 2.3
ha_1 | 20 | 5.6
dfxtp_1 | 11 | 4.9
nor2b_1 | 7 | 0.98
nor2_1 | 36 | 3.0
nand2_1 | 39 | 3.3
mux2i_1 | 15 | 3.3
nand3_1 | 5 | 0.56
o31ai_1 | 6 | 1.0
and4bb_2 | 6 | 1.7
mux2_2 | 7 | 1.8
inv_1 | 36 | 3.0
xnor2_1 | 34 | 6.6
nand2b_1 | 10 | 1.4
dfrtn_1 | 40 | 22
xor2_1 | 6 | 1.2
[stage by stage]
step / instances / instance area, sq um / total power, mW / setup slack (ps) / hold slack, ps
after floorplan: 447 / 4492 / 0.8836 / 929.2 / 224.4
after global placement: 620 / 5011 / 1.034 / 365.8 / 439.0
after detailed placement: 620 / 5011 / 1.040 / 326.7 / 450.4
after CTS: 624 / 5057 / 1.256 / 31.66 / 170.7
after global routing: 624 / 5060 / 1.301 / 8.568 / 192.6
final: 624 / 5060 / 1.238 / 126.8 / 161.3
[power groups by stage]
stage	combinational, mW	sequential (mW)	clock, mW
final	0.278	0.742	0.218
after global routing	0.318	0.746	0.237
after CTS	0.290	0.742	0.224
[area by class of cell]
cell class / count / area share [%]
Clock inverter: 1 / 0.09891
Multi-Input combinational cell: 319 / 43.79
Tap cell: 140 / 3.462
Sequential cell: 86 / 41.84
Clock buffer: 3 / 0.8160
Timing Repair Buffer: 39 / 7.319
Inverter: 36 / 2.671
Power is estimated from default activity; no workload was simulated.
